### design.v
`timescale 1ns / 1ps
module FSM(
        input rst,
        input clk,
        input in,
        output reg out 
           );
    localparam Q0 = 2'b00;
    localparam Q1 = 2'b01;
    localparam Q2 = 2'b10;
    localparam Q3 = 2'b11;
    reg [1:0] state, state_next;
    always@(posedge clk)
    begin
    if(rst == 1)
     begin
     state <= Q0;
     end
     else
      begin
      state <= state_next;
      end
    end
      always@(*)
      begin
       state_next = state;
        case(state)
        Q0:
        begin
         if(in == 1)
           begin
           state_next = Q1;
           out = 0;
           end
        end
        Q1:
        begin
         if(in == 1)
          begin
          state_next = Q3;
          out = 1;
          end
         if(in == 0)
          begin
          state_next = Q2;
          out = 1;
          end 
        end
        Q2:
        begin
        if(in == 1)
         begin
         state_next = Q1;
         out = 1;
         end
        if(in == 0)
         begin
         state_next = Q0;
         out = 1;
         end       
        end
        Q3:
        begin
         if(in == 0)
          begin
          state_next = Q2;
          out = 0;
          end
        end
       default: state_next = Q0; 
       endcase
      end       
endmodule
### run.sh
#!/bin/bash
# OpenROAD 26Q1-2900-gdf79404cd8, Yosys 0.63+post, stock flow scripts
make -C /OpenROAD-flow-scripts/flow DESIGN_CONFIG=/design/flow/config.mk WORK_HOME=/design/flow/orfs finish
### config.mk
export PLATFORM = sky130hd
export DESIGN_NAME = FSM
export DESIGN_NICKNAME = FSM
export VERILOG_FILES = /design/flow/design.v
export SDC_FILE = /design/flow/constraint.sdc
export NUM_CORES = 4
export LEC_CHECK = 1
export CORE_AREA = 10 10 70 70
export DIE_AREA = 0 0 80 80
### constraint.sdc
current_design FSM

set clk_period 1.0
set clk_io_pct 0.2

create_clock -name clk0 -period $clk_period [get_ports {clk}]

set non_clock_inputs [all_inputs -no_clocks]
set_input_delay [expr $clk_period * $clk_io_pct] -clock clk0 $non_clock_inputs
set_output_delay [expr $clk_period * $clk_io_pct] -clock clk0 [all_outputs]
==> flow_metrics.env <==
# flow metrics
export IMPL_run_status="complete, no violations"
export IMPL_kind_of_critical_path="input pin to flip-flop"
export IMPL_dieHeight_um=80
export IMPL_period_used_pct=78.4
export IMPL_synth_async_sr_flop_share_pct=0
export IMPL_detail_route_vias_per_cell=1.80
export IMPL_topCombFamilyByArea="simple AND/OR/NAND/NOR gates"
export IMPL_clock_insertion_delay_worst_skew_ps=230
export IMPL_r2r_start="state[1]$_DFF_P_"
export IMPL_number_of_hold_buffers_added_after_cts=0
export IMPL_synth_cell_area_sq_um=150
export IMPL_top_cells_by_area="sky130_fd_sc_hd__dfxtp_1, sky130_fd_sc_hd__mux2_4, sky130_fd_sc_hd__nor2_1, sky130_fd_sc_hd__dlxtn_1, sky130_fd_sc_hd__o21bai_1"
export IMPL_count_of_endpoints_without_a_timing_constraint=2
export IMPL_setup_viol=0
export IMPL_ys_warnings_count=1
export IMPL_largest_net_degree_at_the_start_of_global_routing=5
export IMPL_die_area_sq_um=6400
export IMPL_fin_crit_ps=784
export IMPL_fin_worst_skew_ps=3.01
export IMPL_openroad_warnings=25
export IMPL_worst_slack_ps=216
export IMPL_boundaryPins=4
export IMPL_critical_path_cell_list="clkdlybuf4s50_1 -> nand2b_1 -> nor2_1"
export IMPL_dieWidth_um=80
export IMPL_synthMuxAreaShare_pct=10.0
export IMPL_groute_usage_overall_pct=1.13
export IMPL_grt_pass1_vias=137
export IMPL_post_synthesis_cell_type_with_the_largest_combined_area="sky130_fd_sc_hd__dfxtp_1"
export IMPL_core_area_sq_um=3420
export IMPL_synthDistinctLibCells=8
export IMPL_post_cts_setup_buffers=0
export IMPL_grt_setup_unrepaired="false"
export IMPL_preCtsSetupSlack_ps=-9.83
export IMPL_critical_path_endpoint_type="flip-flop"
export IMPL_fillCellCount=408
export IMPL_critPathMaxStageDelay_ps=560
export IMPL_max_vdd_ir_drop_mv=0.228
export IMPL_vias=119
export IMPL_antenna_cells_inserted=0
export IMPL_drv_max_cap_violation_count=0
export IMPL_antenna_found_initial=0
export IMPL_most_frequent_cells_after_synthesis="sky130_fd_sc_hd__dfxtp_1, sky130_fd_sc_hd__nor2_1"
export IMPL_drt_wirelength_per_cell_um=4.86
export IMPL_yosys_area_share_xor_xnor_pct=0
export IMPL_cts_resized=0
export IMPL_std_cell_rows=21
export IMPL_unclocked_pins=1
export IMPL_power_per_cell_area_nw_per_um2=1550
export IMPL_remaining_global_route_overflow=0
export IMPL_drcViolationCount=0
export IMPL_yosys_area_share_simple_pct=21.7
export IMPL_synth_flops=5
export IMPL_tritoncts="done"
export IMPL_required_ps=1170
export IMPL_clock_buffer_count_from_cts=3
export IMPL_grt_pass1_wl_um=517
export IMPL_worst_pin_slew_ps=187
export IMPL_gate_count_of_the_mapped_netlist=14
export IMPL_regToRegSetupSlack_ps=350
export IMPL_syn_area_per_cell_sq_um=10.7
export IMPL_cp_max_fo=4
export IMPL_cts_clk_slew_worst_paths_ps=40
export IMPL_drt_first_iter_violations=0
export IMPL_drv_slew=0
export IMPL_critPathLaunchType="input pin"
export IMPL_yosysChipArea_sq_um=150
export IMPL_areaGrowthSynthToFinish_pct=73.3
export IMPL_synth_cellmix_compoundShare_pct=5.00
export IMPL_synthAdderAreaFrac_pct=0
export IMPL_fin_setup_tns_ps=0
export IMPL_maximum_root_to_sink_buffer_count=2
export IMPL_r2r_path_end="state[0]$_DFF_P_"
export IMPL_post_synth_top_flop="sky130_fd_sc_hd__dfxtp_1"
export IMPL_placer_s_final_routability_congestion_estimate=0.576
export IMPL_hold_path_startpoint="state[2]$_DFF_P_"
export IMPL_yosys_area_top_type_share_pct=53.3
export IMPL_flip_flops_with_a_built_in_enable=0
export IMPL_initial_utilization_pct=4.40
export IMPL_hold_violations=0
export IMPL_routed_wl_um=321
export IMPL_synth_yosys_num_cells=14
export IMPL_h_tree_depth_reported_by_cts=1
export IMPL_cpMaxStageDelayCell="sky130_fd_sc_hd__clkdlybuf4s50_1"
export IMPL_data_arrival_time_of_the_critical_path_ps=950
export IMPL_max_slew_margin_rel_pct=87.5
export IMPL_hold_class="flip-flop to flip-flop"
export IMPL_drt_pass1_iterations=1
export IMPL_post_route_cells_drive_above_1_share_pct=25.0
export IMPL_cts_root_buffer_cell="sky130_fd_sc_hd__clkbuf_4"
export IMPL_port_buffer_count=3
export IMPL_worst_hold_path_num_cells=2
export IMPL_worst_hold_path_endpoint="state[3]$_DFF_P_"
export IMPL_fmax_ghz=1.28
export IMPL_power_static_leakage_nw=0.0943
export IMPL_timing_hold_ws_ps=489
export IMPL_r2r_cells=2
export IMPL_ant_nets=0
-- routing by layer --
metal / GRT usage [%] / wire (um) / vias to the layer above
met5: 0 / 0 / -
met4: 0.528 / 9 / 0
met3: 2.05 / 102 / 2
met2: 1.20 / 94 / 6
met1: 0.864 / 114 / 52
li1: - / - / 59
-- cells by family after synthesis --
logic type         after synthesis
latches                          1
AOI/OAI and AO/OA                1
muxes                            1
and+or+nand+nor                  7
DFF                              4
-- worst max-delay path: cells and delay by family --
kind | cells | cell delay [ps]
simple gates | 2 | 200
buf+inv | 1 | 560
-- flip-flops by register name, summed over array words and instances, names as in the netlist --
signal  flops
out         1
state       4
-- worst max path at each step --
| stage | start | to | slack, ps | cells past startpoint |
|---|---|---|---|---|
| 6_report | in | state[2]$_DFF_P_ | 220 | 3 |
| 5_1_grt | in | state[3]$_DFF_P_ | 120 | 3 |
| 4_1_cts | in | state[2]$_DFF_P_ | 220 | 3 |
-- final cells by class --
type | count | area, sq um | share of cell area, %
Clock buffer | 3 | 22.5 | 8.65
Multi-Input combinational cell | 9 | 55.1 | 21.2
Sequential cell | 5 | 95.1 | 36.5
Tap cell | 46 | 57.6 | 22.1
Timing Repair Buffer | 3 | 30.0 | 11.5
-- per-stage QoR --
| stage | util, % | std cells | cell area, sq um | power (mW) |
|---|---|---|---|---|
| 3_3_place_gp | 6.96 | 63 | 238 | 0.209 |
| 2_1_floorplan | - | 14 | 150 | 0.195 |
| 6_report | 7.62 | 66 | 260 | 0.403 |
| 5_1_grt | 7.62 | 66 | 260 | 0.423 |
| 4_1_cts | 7.62 | 66 | 260 | 0.415 |
| 3_5_place_dp | 6.96 | 63 | 238 | 0.211 |
-- power by group --
| part | switching, mW | internal [mW] | leakage (nW) |
|---|---|---|---|
| logic | 0.0118 | 0.0206 | 0.0398 |
| registers | 0.00384 | 0.173 | 0.0408 |
| clock network | 0.0604 | 0.134 | 0.0138 |
| total | 0.0760 | 0.327 | 0.0943 |
-- layout by cell type, fill, tap and decap left out --
cell type / Yosys / layout
sky130_fd_sc_hd__clkbuf_4: 0 / 3
sky130_fd_sc_hd__clkdlybuf4s50_1: 0 / 3
sky130_fd_sc_hd__dfxtp_1: 4 / 4
sky130_fd_sc_hd__dlxtn_1: 1 / 1
sky130_fd_sc_hd__mux2_4: 1 / 1
sky130_fd_sc_hd__nand2b_1: 1 / 1
sky130_fd_sc_hd__nor2_1: 4 / 4
sky130_fd_sc_hd__nor3_1: 1 / 1
sky130_fd_sc_hd__o21bai_1: 1 / 1
sky130_fd_sc_hd__or2_2: 1 / 1
No activity file was given, so power comes from the tool's default toggle rates.

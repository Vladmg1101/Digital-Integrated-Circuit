### ./design.v
`timescale 1ns / 1ps
module counter #(parameter N =8)
              (
              input clk,
              input rst,
              output reg [N-1:0] count
               );
    always@(posedge clk)
    begin
    if(rst == 0)
     begin
     count <= 0;
     end else
      begin
      count <= count + 1;
      end     
    end           
endmodule
### ./run.sh
#!/bin/bash
# OpenROAD 26Q1-2900-gdf79404cd8, Yosys 0.63+post, stock flow scripts
make -C /OpenROAD-flow-scripts/flow DESIGN_CONFIG=/design/flow/config.mk WORK_HOME=/design/flow/orfs finish
### ./config.mk
export PLATFORM = sky130hd
export DESIGN_NAME = counter
export DESIGN_NICKNAME = counter
export VERILOG_FILES = /design/flow/design.v
export SDC_FILE = /design/flow/constraint.sdc
export NUM_CORES = 4
export LEC_CHECK = 1
export CORE_AREA = 10 10 70 70
export DIE_AREA = 0 0 80 80
### ./constraint.sdc
current_design counter

set clk_period 1.4
set clk_io_pct 0.2

create_clock -name clk0 -period $clk_period [get_ports {clk}]

set non_clock_inputs [all_inputs -no_clocks]
set_input_delay [expr $clk_period * $clk_io_pct] -clock clk0 $non_clock_inputs
set_output_delay [expr $clk_period * $clk_io_pct] -clock clk0 [all_outputs]
==> impl_metrics.ini <==
; synthesis and place-and-route metrics
[grt]
grt_max_degree = 10
grt_pass1_vias = 231
grt_pass1_wl_um = 1070
grtUsageTotal_pct = 2.19
antenna_found_initial = 0
overflow = 0

[logic_synthesis]
ys_area_sq_um = 324
syn_area_sq_um = 324
syn_inst = 32
ys_types = 16
ys_warn_count = 1
synth_area_per_cell_sq_um = 10.1
synth_seq_share_pct = 49.4
ys.flops = 8
ys_cells = 32

[critical_path]
path_delay_family = buffers and inverters
slowest_stage = clkdlybuf4s50_1
reg2reg_slack_ps = 160
required_ps = 1120
slowest_delay_ps = 470
reg2reg_to = count[6]
cp.arrival_ps = 1070
start_kind = flop
endpoint_kind = primary output
crit_buf_inv = 1
crit_path_cell_trace = clkdlybuf4s50_1
crit_fanout = 4
crit_type = flop to primary output
r2r-start = count[0]
worst-r2r-cell-count = 4

[timing]
hold_violations = 0
fmax_mhz = 740
drv_slew = 0
setup_ws_ps = 48.6
finalSetupViolCount = 0
fin_skew_ps = 2.67
whs_ps = 486
period_needed_ps = 1350
slew_headroom_pct = 83.8
finalClockPeriodUsage_pct = 96.5
setup_tns_ps = 0
tightest_slew_ps = 243

[layout]
drive_above_1_share_pct = 31.3
area_delta_synth_final_pct = 69.1
regMostFlops = count
fill_cells = 393
logic_area_sq_um = 164
fin_area_sq_um = 548
largest_register_ffs = 8
register_area_sq_um = 181
top_regs = count x8

[floorplanning]
ios = 10
fp.dieH_um = 80
rows = 21
die_w_um = 80
core_area_sq_um = 3420
chip_area_sq_um = 6400
fp_util_pct = 9.49

[detailed_routing]
remaining_drc_errors = 0
num_antenna_cells = 0
vias = 282
wire_per_inst_um = 8.17
ant_nets = 0
dr.pass1.iters = 3
drt_iter0_markers = 1
vias_per_cell = 3.00
wl_um = 768

[min_path]
hold_class = flop to flop
hp-start = count[7]
holdPathEnd = count[7]
min_path_cells = 2

[clock_tree]
cts_buffers = 3
cts_root_buf = clkbuf_4
clockBufferDepth = 2
cts_hold_buffers = 0
cts_htree_levels = 1
clock_sinks = 8
path_clk_slew_ps = 50
worstSkewPairLatency_ps = 250
cts_tree = yes

[run]
max_cap_viol_count = 0
warnings = 25

[power]
vdd_drop_max_mv = 0.444
leakage_nw = 0.216
powerDensity_nw_per_um2 = 810

[placed_design]
io_buffers = 9
dp_hpwl_um = 576
pre_cts_slack_ps = 124
gp_congestion = 0.749
post_dp_cell_area_sq_um = 472

[status]
status = finished clean
-- cell usage in the layout (no fill, tap or decap) --
cell | Yosys | layout
and2_1 | 3 | 3
or3_1 | 2 | 2
xnor2_1 | 2 | 2
nand2b_1 | 1 | 1
dfxtp_1 | 8 | 1
a21boi_1 | 2 | 2
o21ai_0 | 2 | 2
nand2_1 | 2 | 2
ha_1 | 1 | 1
xor2_1 | 1 | 1
nand4_1 | 1 | 1
dfxtp_4 | 0 | 5
dlymetal6s2s_1 | 0 | 1
nand3_2 | 1 | 1
nand3_1 | 2 | 2
nor2b_1 | 2 | 2
mux2i_1 | 1 | 1
clkdlybuf4s50_1 | 0 | 8
and3_1 | 1 | 1
clkbuf_4 | 0 | 3
buf_4 | 0 | 4
dfxtp_2 | 0 | 2
-- worst max-delay path by stage --
| stage | slack [ps] | cells past startpoint | to | start |
|---|---|---|---|---|
| CTS | 2 | 1 | count[6] | count[6] |
| global route | -0.5 | 1 | count[6] | count[6] |
| finish | 50 | 1 | count[0] | count[0] |
-- metal layers --
metal / share of wire [%] / wire length [um] / vias to the layer above / global-route usage, %
li1: - / - / 145 / -
met2: 29 / 223 / 12 / 2.01
met4: 0 / 0 / 0 / 0
met1: 56 / 430 / 125 / 3.16
met5: 0 / 0 / - / 0
met3: 15 / 114 / 0 / 2.50
-- timing repair --
| item | 4_1_cts | 5_1_grt |
|---|---|---|
| pin swaps | 0 | 0 |
| buffers inserted | 0 | 4 |
| endpoints found under the setup margin | 6 | 6 |
| resized | 7 | 6 |
-- report_power, final --
group / total (mW) / internal [mW] / switching [mW] / leakage [nW]
registers: 0.237 / 0.230 / 0.00696 / 0.0696
clock network: 0.169 / 0.0976 / 0.0711 / 0.0138
logic: 0.0386 / 0.0266 / 0.0120 / 0.133
total: 0.444 / 0.354 / 0.0900 / 0.216
-- cells by family after synthesis --
logic type | synth area share, %
AND-OR/OR-AND | 7.72
XOR/XNOR | 8.11
adder cells (fa/ha/maj) | 3.86
flip-flops | 49.4
multiplexers | 3.09
AND/OR/NAND/NOR | 27.8
-- area by class of cell --
class                   count  share of cell area [%]
flip-flops and latches      8                    33.1
multi-input cells          24                    29.9
repair buffers             13                    22.4
well taps                  46                    10.5
clock buffers               3                    4.11
-- synth_stat cells (all sizes together) --
library cell / count / share of area, %
dfxtp: 8 / 49
xor2: 1 / 2.7
nand2: 2 / 2.3
nand2b: 1 / 1.9
a21boi: 2 / 4.6
ha: 1 / 3.9
nor2b: 2 / 3.9
mux2i: 1 / 3.1
and2: 3 / 5.8
and3: 1 / 1.9
o21ai: 2 / 3.1
nand4: 1 / 1.9
xnor2: 2 / 5.4
nand3: 3 / 6.2
or3: 2 / 3.9
-- through the flow --
stage	power, mW	std cells	utilization (%)
floorplan	0.257	32	-
global placement	0.280	87	13.8
detailed placement	0.280	87	13.8
CTS	0.451	90	14.8
global route	0.470	94	16.0
finish	0.444	94	16.0
Power is estimated from default activity; no workload was simulated.

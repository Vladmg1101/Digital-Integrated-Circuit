**./design.v**
```verilog
`timescale 1ns / 1ps
module COMP(
           input [7:0] in0,
           input [7:0] in1,
           output out
            );
    assign out = (in0 < in1)? 1:0;       
endmodule
```
**./run.sh**
```bash
#!/bin/bash
# OpenROAD 26Q1-2900-gdf79404cd8, Yosys 0.63+post, stock flow scripts
make -C /OpenROAD-flow-scripts/flow DESIGN_CONFIG=/design/flow/config.mk WORK_HOME=/design/flow/orfs finish
```
**./config.mk**
```make
export PLATFORM = sky130hd
export DESIGN_NAME = COMP
export DESIGN_NICKNAME = COMP
export VERILOG_FILES = /design/flow/design.v
export SDC_FILE = /design/flow/constraint.sdc
export NUM_CORES = 4
export LEC_CHECK = 1
export CORE_AREA = 10 10 70 70
export DIE_AREA = 0 0 80 80
```
**./constraint.sdc**
```tcl
current_design COMP

set clk_period 1.7
set clk_io_pct 0.2

create_clock -name clk0 -period $clk_period

set non_clock_inputs [all_inputs -no_clocks]
set_input_delay [expr $clk_period * $clk_io_pct] -clock clk0 $non_clock_inputs
set_output_delay [expr $clk_period * $clk_io_pct] -clock clk0 [all_outputs]
```
==> CHANGELOG.md <==
### Implementation results

- Status: complete, no violations
- Die x size: 80 um
- Fp_density: 0.0516
- Pins Over Slew Limit: 0
- Met1 usage: 0.0290
- Ys Warns: 0
- Antenna Nets Post-Route: 0
- # Cells Yosys: 25
- Layout cells sized above 1: 0.405
- WHS Path Cells: 4
- Via count: 213
- Crit Path Max Fanout: 2
- HPWL Detailed: 590 um
- Critical path endpoint category: output port
- Antenna violations before repair: 0
- Top cells excl fill/tap: dlygate4sd2_1, inv_2, ha_4
- Layout area overhead: 154%
- Rel. slew slack: 0.903
- I/O Buffers: 17
- Total grt overflow: 0
- Num ports: 17
- Aoi share: 0.234
- Final Critical Period: about 1.6 ns
- Worst Max-Slew Pin Slew: about 0.14 ns
- YS chip area: roughly 180 um2
- Total track usage: 0.0196
- Avg Inst Size Synth: just over 7 um2
- Req. time, crit path: roughly 1.4 ns
- Logic family by area: adder cells
- Lkg Pwr: about 0.19 nW
- Total routed wirelength: between 600 and 700 um
- Multiplexer share: 0
- Setup TNS Final: 0 ns
- Number of iterations in the first detailed-routing pass: 1
- Met2 Use GR: 0.0297
- Routing usage on met3: 0.00455
- Vias in the first global route: 227
- OpenROAD warnings: 32
- Vert. Die Dim: about 80 um
- Final Cycle Share: 0.964
- Pwr/cell area: between 150 and 200 nW/um2
- Final setup vio count: 0
- Number of diodes: 0
- Synth Seq Share: 0
- Die area: around 6400 um2
- Top achievable clock speed: around 0.61 GHz
- Cell Type Count: 10
- FP Rows: 21
- Yosys adder share: 0.496
- CP Launch Type: primary input
- Max-Cap Viols: 0
- Routability cong.: 0.749
- First-pass GRT wire length: 1070 um
- XOR Share, Synth: 0
- Final core occ: 0.131
- Avg Vias per Cell: 2.42
- Unrepaired setup endpoints after global routing: false
- Final Power: ~83 uW
- DRT iter0 DRCs: 0
- Clock buffers: 0
- Core ar.: about 3400 um2
- Crit Path Class: primary input to output port
- Mapped Area: 176 um2
- VDD IR-drop max: 18.8 uV
- Final Hold Vio Count: 0
- AND/OR/NAND/NOR Cells, Area Fraction: 0.121
- Worst EP arrival: about 1.3 ns
- Largest net degree at the start of global routing: 3
- Flops: 0
- Post-synthesis cell count: 25
- Reg area: 0 um2
- Hold crit path type: primary input to output port
- Post-route DRC: 0
- Drt wl/cell: 7.51 um
- Global route hottest layer: met2
- Most numerous logic cell after layout: dlygate4sd2_1
## report_power, final
| group | internal, mW | leakage, nW | switching, mW |
|---|---|---|---|
| combinational | 0.0500 | 0.186 | 0.0332 |
| clock | 0 | 0 | 0 |
| sequential | 0 | 0 | 0 |
## logic make-up (layout without fill, tap and decap cells)
group / after synthesis / in the layout
adders and majority gates: 7 / 7
buffers and inverters: 7 / 24
and+or+nand+nor: 5 / 5
AOI/OAI and AO/OA: 6 / 6
## Yosys cell counts
cell | n | area share
nand2_1 | 2 | 0.043
a21oi_1 | 2 | 0.057
o21ai_0 | 1 | 0.028
o21ai_1 | 1 | 0.028
nor2_1 | 2 | 0.043
ha_1 | 7 | 0.50
inv_1 | 7 | 0.15
a211oi_2 | 1 | 0.071
a41oi_1 | 1 | 0.050
nor2b_1 | 1 | 0.035
## area by class of cell
cell class | instances | area, um2
Fill cell | 394 | 2970
Inverter | 7 | 26.3
Multi-Input combinational cell | 18 | 221
Tap cell | 46 | 57.6
Timing Repair Buffer | 17 | 143
## worst max-delay path, stage by stage
cell and delay (ns):
dlygate4sd2_1 0.26, ha_4 0.24, a21oi_1 0.11, o21ai_1 0.07, a41oi_1 0.15, buf_2 0.12
## through the flow
| step | instance area [um2] | hold WS [ns] | instances | setup WS (ns) |
|---|---|---|---|---|
| 6_report | 448 | 1.20 | 88 | 0.0618 |
| 5_1_grt | 448 | 1.25 | 88 | 0.000597 |
| 4_1_cts | 448 | 1.22 | 88 | 0.0134 |
| 3_5_place_dp | 404 | 1.76 | 88 | -0.786 |
| 3_3_place_gp | 404 | 1.73 | 88 | -0.797 |
| 2_1_floorplan | 176 | 0.850 | 25 | 0.285 |
## path summary, 6_finish.rpt
path  startpoint  endpoint  slack (ns)
max       in0[7]       out        0.06
min       in0[4]       out        1.20
## routing by layer
metal	wire (um)	vias to the layer above
met5	0	-
met4	0	0
met3	69	0
met2	272	10
met1	319	84
li1	-	119
## repair_timing
item	in CTS	in global routing
hold buffers	0	0
pin swaps	12	2
gates resized	36	4
setup endpoints to repair	1	1
buffers inserted	0	0
No activity file was given, so power comes from the tool's default toggle rates.
